File: ./design.v
module shift_reg (i_clk, i_rst_n, i_load_en, i_sh_en, i_data_load, i_data_serial, o_data);
parameter WIDTH = 32;
input i_clk, i_rst_n, i_load_en, i_sh_en, i_data_serial;
input [WIDTH-1:0] i_data_load;
output reg [WIDTH-1:0] o_data;
always @(posedge i_clk or negedge i_rst_n) begin : proc_
	if(~i_rst_n) 
	begin
		o_data <= 0;
	end 
	else if (i_load_en)
	begin
		o_data <= i_data_load;
	end 
	else if (i_sh_en)
	begin
		o_data <= {o_data[WIDTH-2:0], i_data_serial};
	end
end
endmodule : shift_reg
File: ./run.sh
#!/bin/bash
# OpenROAD 26Q1-2900-gdf79404cd8, Yosys 0.63+post, stock flow scripts
make -C /OpenROAD-flow-scripts/flow DESIGN_CONFIG=/design/flow/config.mk WORK_HOME=/design/flow/orfs finish
File: ./config.mk
export PLATFORM = sky130hd
export DESIGN_NAME = shift_reg
export DESIGN_NICKNAME = shift_reg
export VERILOG_FILES = /design/flow/design.v
export SDC_FILE = /design/flow/constraint.sdc
export NUM_CORES = 4
export LEC_CHECK = 1
export CORE_AREA = 10 10 111 111
export DIE_AREA = 0 0 121 121
File: ./constraint.sdc
current_design shift_reg

set clk_period 1.3
set clk_io_pct 0.2

create_clock -name clk0 -period $clk_period [get_ports {i_clk}]

set non_clock_inputs [all_inputs -no_clocks]
set_input_delay [expr $clk_period * $clk_io_pct] -clock clk0 $non_clock_inputs
set_output_delay [expr $clk_period * $clk_io_pct] -clock clk0 [all_outputs]
==> GITHUB_STEP_SUMMARY <==
### Metrics collected by this job

| Metric | Value |
|---|---|
| Leakage | 1.23 nW |
| Main flop type | dfrtp_1 |
| Int Pwr | 2.07 mW |
| Grt total ovfl | 0 |
| CTS Buffer Depth | 2 |
| Cell count after synthesis | 139 |
| Critical path, cell by cell | dlygate4sd2_1 |
| Clock skew | 3.95 ps |
| Remaining DRCs | 0 |
| CTS Buf Count | 5 |
| Sequential Power Share | 42.2% |
| Outcome | finished clean |
| NetSw | 0.658 mW |
| Die area | 14,600 sq um |
| RSZ-0062 raised after global routing | false |
| Avg Vias per Cell | 3.69 |
| Flip-flops with a built-in enable | 0 |
| Synthesized cell area | 1520 sq um |
| Number of logged tool warnings | 25 |
| Maxcap violations | 0 |
| Combinational Power Share | 22.9% |
| Slew headroom | 70.9% |
| Final setup violation count | 0 |
| Fin crit share | 91.6% |
| Clk sink count | 32 |
| Starting Density | 15.4% |
| Syn. warnings | 1 |
| Largest net degree at the start of global routing | 65 |
| Tot GR Track Use | 6.06% |
| Crit-path max FO | 3 |
| CP Launch Type | register |
| Hold Violations, Final | 0 |
| Synth top cells by count | dfrtp_1, mux2i_1, nand2_1, o21ai_1, buf_2 |
| CP Data Required Time | 1040 ps |
| CP max-delay cell | dfrtp_1 |
| Max Slew Vio Count | 0 |
| Post-route ant nets | 0 |
| TNS Setup | 0 ps |
| Area leader, netlist | dfrtp_1 |
| CTS HTree Levels | 2 |
| Reg2reg start | o_data[4] |
| Critical path capture point type | primary output |
| # IOs | 69 |
| Initial antenna violation count | 0 |
| Yosys cell types | 9 |
| P per Cell Area | 1070 nW/um^2 |
| Largest delay contributor family on the critical path | flip-flops |
| Fillers | 1,024 |
| Diodes inserted | 0 |
| Synthesis-to-layout area growth | 68.9% |
| CTS tree | yes |
| First-pass GRT wire length | 7360 um |
| Top flop regs | o_data: 32 flops |
| GPL Wtd Cong | 0.752 |
| Std cell rows | 36 |
| Hpwl dp | 3000 um |
| Critical path class | reg -> out |
| Clock power frac | 34.9% |
| Max reg flops | 32 |
| Worst-margin pin slew | 436 ps |
| WL per Instance | 11.9 um |
| WP data arrival | 930 ps |
| Sequential-to-total area share from yosys stat | 52.8% |
| Clock latency (worst-skew pair) | 280 ps |
| Peak VDD IR | 433 uV |
| Biggest register | o_data |
| Cell area leaders | dfrtp_1, mux2i_1, o21ai_1, nand2_1, buf_12 |
| Routed wire length | 4360 um |
| Synth flops | 32 |
| Mean Syn Cell Area | 10.9 sq um |
| Detailed Routing Iterations Pass 1 | 4 |
| Worst Path Buf+Inv | 1 |
| Clock period minus worst slack | 1190 ps |
| Die Width | 121 um |
| Clk pin slew, worst setup/hold paths | 70 ps |
| Layout cells sized above 1 | 17.9% |
| Core area | 9860 sq um |
| Asr flop ratio synth | 100% |
| Clock root buffer | clkbuf_8 |
| Vias in the first global route | 1,412 |
| HP Class | in -> async |
| Sw Ratio | 24.1% |
| Detailed-route via count | 1,354 |
| 1st-iter DRT viols | 51 |
| Worst path max stage delay | 400 ps |
| PnR Total Power | 2.73 mW |
| Fmax | 840 MHz |
| YS chip area | 1520 sq um |
| Crit path from | o_data[26] |
| Max-area cell share | 52.8% |
| Cell count in the Yosys report | 139 |
| Die Y | 121 um |
| Port Buffers | 68 |
-- layout by cell type (no fill, tap or decap) --
master / n
clkdlybuf4s50_1: 33
mux2i_1: 32
nand2_1: 32
dfrtp_1: 32
dlygate4sd2_1: 32
o21ai_1: 28
buf_4: 28
clkbuf_8: 5
buf_2: 3
o21ai_2: 2
o21ai_0: 2
buf_12: 2
bufinv_16: 1
clkinv_2: 1
clkbuf_1: 1
-- path summary, 6_finish.rpt --
kind	endpoint	slack [ps]	cells past startpoint
min in group clk0	o_data[26]	440	4
worst max-delay path	o_data[26]	110	1
worst min-delay path	o_data[22]	0.2	2
max in group asynchronous	o_data[0]	980	2
worst min register to register	o_data[31]	580	2
worst max register to register	o_data[5]	440	3
-- metal layers --
layer	global-route usage [%]	wire length [um]
met1	8.25	2020
met2	9.22	1910
met3	2.36	367
met4	0.679	53
met5	0	0
-- kinds of logic after synthesis --
logic type	Yosys count	synth area share, %
AOI/OAI and AO/OA	32	11.1
muxes	32	21.1
DFF	32	52.8
and+or+nand+nor	32	7.93
buffers and inverters	11	7.02
-- final cells by class --
type                    count  area (sq um)  share of cell area (%)
clock buffers               6          72.6                    2.84
clock inverters             2          35.0                    1.37
multi-input cells          96           608                    23.8
flip-flops and latches     32           801                    31.3
well taps                 133           166                    6.50
repair buffers             98           876                    34.2
-- metrics by stage --
| step | utilization [%] | area (sq um) | cells | worst slack (ps) | hold WS [ps] |
|---|---|---|---|---|---|
| floorplan | - | 1520 | 139 | 407 | -35.6 |
| global placement | 23.2 | 2290 | 332 | 115 | 327 |
| detailed placement | 23.2 | 2290 | 332 | 113 | 325 |
| CTS | 25.9 | 2560 | 367 | 81.1 | 4.38 |
| global route | 25.9 | 2560 | 367 | 44.8 | 19.7 |
| finish | 25.9 | 2560 | 367 | 110 | 0.240 |
-- repair_timing --
item / in CTS / in global routing
setup endpoints to repair: 32 / 0
setup buffers: 27 / 0
gates resized: 32 / 0
hold buffers: 0 / 0
-- power by group through the flow --
| stage | clock (mW) | sequential (mW) | combinational, mW |
|---|---|---|---|
| after CTS | 1.02 | 1.15 | 0.640 |
| after global routing | 1.06 | 1.17 | 0.703 |
| final | 0.950 | 1.15 | 0.625 |
Power and IR drop assume default switching activity.
