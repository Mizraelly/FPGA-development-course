File: /design/flow/design.v
module register (i_clk, i_rst_n, i_data, i_en_load, o_data);
parameter WIDTH_DATA = 8;
input i_clk, i_rst_n, i_en_load;
input 	 	[WIDTH_DATA-1:0] i_data;
output reg 	[WIDTH_DATA-1:0] o_data;
always @(posedge i_clk or negedge i_rst_n) begin
	if(~i_rst_n) 
	begin
		o_data <= 0;
	end 
	else if (i_en_load)
	begin 
		o_data <= i_data;
	end
end
endmodule
File: /design/flow/run.sh
#!/bin/bash
# OpenROAD 26Q1-2900-gdf79404cd8, Yosys 0.63+post, stock flow scripts
make -C /OpenROAD-flow-scripts/flow DESIGN_CONFIG=/design/flow/config.mk WORK_HOME=/design/flow/orfs finish
File: /design/flow/config.mk
export PLATFORM = sky130hd
export DESIGN_NAME = register
export DESIGN_NICKNAME = register
export VERILOG_FILES = /design/flow/design.v
export SDC_FILE = /design/flow/constraint.sdc
export NUM_CORES = 4
export LEC_CHECK = 1
export CORE_AREA = 10 10 70 70
export DIE_AREA = 0 0 80 80
File: /design/flow/constraint.sdc
current_design register

set clk_period 1.1
set clk_io_pct 0.2

create_clock -name clk0 -period $clk_period [get_ports {i_clk}]

set non_clock_inputs [all_inputs -no_clocks]
set_input_delay [expr $clk_period * $clk_io_pct] -clock clk0 $non_clock_inputs
set_output_delay [expr $clk_period * $clk_io_pct] -clock clk0 [all_outputs]
==> run summary <==
impl run done, here's what came out: first-pass GRT wire length=1.490 mm, DRC violations left=0, post-placement cell count=82, final non-filler cell total=90, grt ovf=0, CP max stage cell=dfrtp_1, TritonCTS buffer count=3, power share of the combinational group=23.9%, Worst setup EP type=output port, RR Startpoint=o_data[5], CTS sink cnt=8, routed vias=234, die height=80 µm, Routed Antenna Nets=0, outcome=finished, final reports clean, Top-area cell share=60.38%, unrepaired setup endpoints after global routing=no, largest net degree at the start of global routing=9, biggest regs=o_data x8, GP Congestion=0.7463, Psw=152.9 µW, Peak supply drop=482.5 µV, Clock Path Buffers=2, tool warnings=28, Antenna Cells=0, Fmax=957.1 MHz, Synth area leader=dfrtp_1, utilization after layout=18.90%, chip width=80 µm, Via-to-Cell Ratio=2.600, xor+xnor area frac=0%, post-synth cell types=3, Critical Path AT=0.82 ns, Clk pwr share=30.2%, antenna violations before repair=0, GRT Total Usage=3.164%, vias in the first global route=267, net switching share of the total power=20.66%, Worst Skew=0 ns, IO Port Bufs=18, mapped cell area=331.6 µm², Largest register FFs=8, Basic Gates by Area=0%, Ports=19, register area share after synthesis=60.38%, Ys Warns=1, clk ins delay skew pair=0.25 ns, layout cells sized above 1=40.91%, DRT Wirelength=942 µm, Worst Setup SP=o_data[7], post-detail-place hpwl=775.5 µm, sequential share of power=46.0%, Adder Area Share=0%, Total Power=740.1 µW, total die size=6400 µm², setup TNS=0 ns, clock slew at reported path FFs=0.05 ns, final period utilization=94.99%, CP delay by family, top=flip-flops, min cycle time layout=1.045 ns, Initial Utilization=9.707%, Max Cap Violations=0, sequence of cells on the critical path=clkdlybuf4s15_1, H-tree levels=1, crit-path max FO=2, Yosys chip area=331.6 µm², ys cells=17, Largest Register=o_data, Worst path max stage delay=0.38 ns, ys flops=8, Post-Synthesis Cells=17, Required @ worst endpoint=0.88 ns, Final setup viols=0, CP Launch Type=register, root buf cell=clkbuf_4, Pint=587.2 µW, FP Rows=21, Pleak=0.0002869 µW, core area=3416 µm², max-slew violation count=0, main area contributors=dfrtp_1 60%, mux2_4 36%, buf_6 3.4%, Routed wire per std cell=10.47 µm, Area Growth Syn to Fin=94.72%, Starting DRT DRC Count=5, Avg Cell Area, Syn=19.50 µm², Worst-Margin Slew=0.3734 ns, Compound Share, Synth=0%, Pre-Repair DR Iteration Count=2, Hold Crit Class=in -> async, MUX area fraction=36.23%, CP Class=reg -> out, Hold Vio Cnt, Final=0, Relative slew margins=75.03%, CTS tree=yes, PwrDens=1146 nW/µm², Worst Path Buf+Inv=1, Main logic family=multiplexers
Yosys cell counts:
library cell / n
mux2_4: 8
buf_6: 1
dfrtp_1: 8
layout make-up:
class / count / area, µm²
clock buffer: 3 / 22.52
sequential: 8 / 200.2
tap: 46 / 57.56
fill: 384 / 2770
timing repair buffer: 25 / 245.2
multi-input combinational: 8 / 120.1
power groups by stage:
stage	combinational, µW	sequential, µW	clock [µW]
CTS	180	340	235
global route	191	343	259
finish	177	340	223
layout by cell type, fill, tap and decap left out:
cell,synthesis,final
dfrtp_1,8,8
clkdlybuf4s50_1,0,10
mux2_4,8,8
buf_12,0,1
buf_4,0,6
clkdlybuf4s15_1,0,8
clkbuf_4,0,3
stage by stage:
step / area [µm²] / hold slack, ns / worst slack [ns]
2_1_floorplan: 331.6 / -0.07559 / 0.3379
3_3_place_gp: 585.6 / 0.5043 / -0.2049
3_5_place_dp: 585.6 / 0.5037 / -0.2131
4_1_cts: 644.4 / 0.2465 / 0.0001205
5_1_grt: 645.6 / 0.2569 / 0.006410
6_report: 645.6 / 0.2493 / 0.05513
final timing paths:
check                           slack (ns)        end  cells after the start
max in group asynchronous             0.58  o_data[0]                      1
worst min register to register        0.52  o_data[0]                      1
worst max-delay path                  0.06  o_data[7]                      1
worst max register to register        0.22  o_data[5]                      2
worst min-delay path                  0.25  o_data[4]                      1
min in group clk0                     0.52  o_data[0]                      1
logic make-up after synthesis:
group	Yosys count
mux	8
flops	8
buf+inv	1
routing by layer:
layer	global-route usage [%]	vias to the layer above	wire length [µm]
met2	4.013	17	357
met4	0.3521	0	0
met5	0	-	0
li1	-	113	-
met3	2.614	0	129
met1	4.111	104	455
timing repair:
item,in CTS,in global routing
hold buffers,0,0
hold endpoints to repair,0,0
buffers inserted,5,0
gates resized,15,1
setup endpoints to repair,8,1
No activity file was given, so power comes from the tool's default toggle rates.
