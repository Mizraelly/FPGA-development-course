`design/flow/config.mk`:
```
export PLATFORM = sky130hd
export DESIGN_NAME = counter
export DESIGN_NICKNAME = counter
export VERILOG_FILES = /design/flow/design.v
export SDC_FILE = /design/flow/constraint.sdc
export NUM_CORES = 4
export LEC_CHECK = 1
export CORE_AREA = 10 10 70 70
export DIE_AREA = 0 0 80 80
```
`design/flow/constraint.sdc`:
```
current_design counter

set clk_period 2.0
set clk_io_pct 0.2

create_clock -name clk0 -period $clk_period [get_ports {i_clk}]

set non_clock_inputs [all_inputs -no_clocks]
set_input_delay [expr $clk_period * $clk_io_pct] -clock clk0 $non_clock_inputs
set_output_delay [expr $clk_period * $clk_io_pct] -clock clk0 [all_outputs]
```
`design/flow/design.v`:
```
module counter (i_clk, i_rst_n, i_srst, i_en, o_data);
parameter WIDTH = 5;
input i_clk, i_rst_n, i_srst, i_en;
output reg [WIDTH-1:0] o_data;
always @(posedge i_clk or negedge i_rst_n) begin
	if(~i_rst_n) 
	begin
		o_data <= 0;
	end 
	else if (i_srst)
	begin
		o_data <= 0;
	end 
	else if (i_en)
	begin
		o_data <= o_data + 1'b1;
	end 
end
endmodule
```
`design/flow/run.sh`:
```
#!/bin/bash
# OpenROAD 26Q1-2900-gdf79404cd8, Yosys 0.63+post, stock flow scripts
make -C /OpenROAD-flow-scripts/flow DESIGN_CONFIG=/design/flow/config.mk WORK_HOME=/design/flow/orfs finish
```
==> flow_summary.yaml <==
# flow metrics
run_status:
  run_status: "complete, no violations"
final_timing:
  setup_viol: 0
  timing_max_transition_violations_final: 0
  hold_viol_final: 0
  fin_crit_sh: 0.770
  final_period_minus_worst_setup_slack_ns: 1.54
  worstMarginPinSlew_ns: 0.265
  setup_repair_after_global_routing_missed_its_margin: "no"
  slew-limit-headroom: 0.823
  timing.fmax_ghz: 0.649
  setup_total_negative_slack_ns: 0
  clock_skew_ns: 0.00859
floorplan:
  fp_util: 0.0740
  die-area_um2: 6400
  die_y_um: 80
  number_of_top_level_pins: 9
  rows: 21
  die-width_um: 80
  core_area_um2: 3420
power_and_ir_drop:
  comb_power_share: 0.116
  clock_power_share: 0.456
  max-vdd-ir-drop_v: 0.000491
  p_leak_nw: 0.164
  pwr-share-seq: 0.428
  total_power_mw: 0.258
  netSwitchingFraction: 0.227
  p_int_mw: 0.200
  power.density_nw_per_um2: 631
  net-switching-power_mw: 0.0585
worst_setup_path:
  crit_path_end_kind: "output pin"
  critical-path-top-delay-family: "buffers and inverters"
  worstPathCellList: "clkdlybuf4s50_1"
  cp_slowest_stage_delay_ns: 0.50
  startpoint_type: "flop"
  worstSetupPathType: "reg -> out"
  arrival_time_at_the_worst_endpoint_ns: 1.14
  timing.critical_path.slowest_stage_cell: "sky130_fd_sc_hd__clkdlybuf4s50_1"
  worst-path-max-fanout: 4
  critical_path_required_ns: 1.60
  crit_buf_inv: 1
layout:
  area_growth_pct: 61.9
  finalInstanceArea_um2: 409
  largest_register_ff_count: 5
  final_layout_size_suffix_gt1_frac: 0.121
  largestRegisters: "o_data: 5 flops"
  fill_cells: 403
  regMostFlops: "o_data"
  post-route-util: 0.120
clock_network:
  insertion_delay_ns: 0.25
  cts_post_setup_buffers_inserted: 0
  cts-buffers-inserted: 3
  root_buffer: "sky130_fd_sc_hd__clkbuf_4"
  tritoncts_clock_tree: "done"
  h-tree-depth: 1
  cts_repair_resize_count: 0
  clk_pin_slew_ns: 0.05
  clock_path_buffers: 2
  cts_sinks: 5
  ctsHoldBuffers: 0
synthesis:
  synth_area_um2: 253
  synthTopLogicFamily: "simple AND/OR/NAND/NOR gates"
  yosys_warnings: 1
  post_synth_xor_area_fraction: 0.0347
  yosys-stat-cells: 22
  compound_area_frac: 0.0594
  synth.mux.area_fraction: 0.144
  syn_area_per_cell_um2: 11.5
  and_or_nand_nor_cells_area_fraction: 0.188
  synth_cell_type_count: 13
  ys_chip_area_um2: 253
  ys_sh_adder: 0.0495
  postSynthCellCount: 22
  synth_flop_count: 5
  ys_seq_frac: 0.495
global_route:
  groute.usage.overall: 0.0232
  overflow: 0
  vias_in_the_first_global_route: 232
  grt_max_degree: 8
  grt_antenna_before_repair: 0
  first_pass_grt_wire_length_um: 1150
min_path:
  hold_path.class: "in -> async"
route:
  post_drt_wl_per_cell_um: 8.41
  postRouteAntennaNets: 0
  routed_via_density: 2.61
  detail_route.antenna_diodes: 0
  iteration_tally_of_the_first_detailed_router_pass: 2
  wl_um: 664
  drtIter0Drc: 4
  detail_route.drc_violations: 0
  vias: 206
placement:
  gp_routability_congestion: 0.611
  postPlaceCellArea_um2: 383
  numPortBuffers: 8
flow_run:
  max_cap_viol_count: 0
  warning_total_across_the_stage_logs: 25
[power by group through the flow]
stage	clock (mW)	combinational [mW]	sequential, mW
4_1_cts	0.120	0.0311	0.111
5_1_grt	0.127	0.0342	0.112
6_report	0.118	0.0300	0.110
[metal layers]
| metal | routed length, µm | part of all wire | vias to the layer above | global-route usage |
|---|---|---|---|---|
| met5 | 0 | 0 | - | 0 |
| met1 | 345 | 0.52 | 98 | 0.0315 |
| met3 | 65 | 0.098 | 0 | 0.0182 |
| met2 | 254 | 0.38 | 8 | 0.0289 |
| met4 | 0 | 0 | 0 | 0.00176 |
| li1 | - | - | 100 | - |
[Yosys cell counts, drive strengths merged]
| cell type | n | area (µm²) |
|---|---|---|
| dfrtp | 5 | 125 |
| nor2 | 4 | 15.0 |
| mux2 | 2 | 26.3 |
| nand4 | 2 | 12.5 |
| nor2b | 2 | 12.5 |
| a21bo | 1 | 10.0 |
| a21oi | 1 | 5.00 |
| buf | 1 | 7.51 |
| ha | 1 | 12.5 |
| mux2i | 1 | 10.0 |
| nand3b | 1 | 7.51 |
| xnor2 | 1 | 8.76 |
[placed cells by master (no fill, tap or decap), drive strengths merged]
master and n:
nor2 4, clkbuf 4, mux2i 1, a21oi 1, nand4 2, dfrtp 5
clkdlybuf4s50 8, mux2 2, a21bo 1, xnor2 1, nand3b 1, ha 1
nor2b 2
[metrics by stage]
stage	hold WS (ns)	setup slack, ns	cells
5_1_grt	0.401	0.387	79
4_1_cts	0.392	0.440	79
3_3_place_gp	0.560	0.430	75
3_5_place_dp	0.573	0.396	75
6_report	0.386	0.460	79
2_1_floorplan	0.104	0.877	22
[path summary, 6_finish.rpt]
check	start	endpoint	slack [ns]	cells past startpoint
setup reg to reg	o_data[0]$_DFFE_PN0P_	o_data[4]$_DFFE_PN0P_	0.82	3
setup / recovery	o_data[0]$_DFFE_PN0P_	o_data[0]	0.46	1
min in group clk0	o_data[1]$_DFFE_PN0P_	o_data[1]$_DFFE_PN0P_	0.57	2
hold reg to reg	o_data[1]$_DFFE_PN0P_	o_data[1]$_DFFE_PN0P_	0.57	2
hold / removal	i_rst_n	o_data[2]$_DFFE_PN0P_	0.39	1
max in group asynchronous	i_rst_n	o_data[1]$_DFFE_PN0P_	1.40	1
[layout make-up]
cell class                 count  area (µm²)  share of cell area
tap                           46        57.6               0.141
clock buffer                   4        26.3              0.0642
timing repair buffer           8        80.1               0.196
multi-input combinational     16         120               0.294
sequential                     5         125               0.306
[logic make-up after synthesis]
family                   Yosys count
buffers and inverters              1
multiplexers                       3
AND/OR/NAND/NOR                    9
flip-flops                         5
AND-OR/OR-AND                      2
adder cells (fa/ha/maj)            1
XOR/XNOR                           1
Power and IR drop assume default switching activity.
